--- ./config.mk ---
export PLATFORM = sky130hd
export DESIGN_NAME = Memory
export DESIGN_NICKNAME = Memory
export VERILOG_FILES = /design/flow/design.v
export SDC_FILE = /design/flow/constraint.sdc
export NUM_CORES = 4
export LEC_CHECK = 1
export CORE_UTILIZATION = 30
--- ./constraint.sdc ---
current_design Memory

set clk_period 29.9
set clk_io_pct 0.2

create_clock -name clk0 -period $clk_period [get_ports {clk}]

set non_clock_inputs [all_inputs -no_clocks]
set_input_delay [expr $clk_period * $clk_io_pct] -clock clk0 $non_clock_inputs
set_output_delay [expr $clk_period * $clk_io_pct] -clock clk0 [all_outputs]
--- ./design.v ---
module Memory
(
  (* keep=1 *) input  logic        clk,
  (* keep=1 *) input  logic        rst,
  (* keep=1 *) input  logic        mem0_val,
  (* keep=1 *) output logic        mem0_wait,
  (* keep=1 *) input  logic        mem0_type,
  (* keep=1 *) input  logic [31:0] mem0_addr,
  (* keep=1 *) input  logic [31:0] mem0_wdata,
  (* keep=1 *) output logic [31:0] mem0_rdata,
  (* keep=1 *) input  logic        mem1_val,
  (* keep=1 *) output logic        mem1_wait,
  (* keep=1 *) input  logic        mem1_type,
  (* keep=1 *) input  logic [31:0] mem1_addr,
  (* keep=1 *) input  logic [31:0] mem1_wdata,
  (* keep=1 *) output logic [31:0] mem1_rdata
);
  localparam mini = 4;    
  localparam full = 128;  
  localparam memsize = full;
  logic [31:0] mem [memsize];
  logic [31-$clog2(memsize)-2:0] mem0_addr0_unused;
  assign mem0_addr0_unused = mem0_addr[31:$clog2(memsize)+2];
  logic [1:0] mem0_addr1_unused;
  assign mem0_addr1_unused = mem0_addr[1:0];
  logic [31-$clog2(memsize)-2:0] mem1_addr0_unused;
  assign mem1_addr0_unused = mem1_addr[31:$clog2(memsize)+2];
  logic [1:0] mem1_addr1_unused;
  assign mem1_addr1_unused = mem1_addr[1:0];
  always_ff @(posedge clk) begin
    if ( rst ) begin
      mem[   0] <= 32'h00200093;   
      mem[   1] <= 32'h00208113;   
      mem[   2] <= 32'h20202823;   
      mem[   3] <= 32'h0000006F;   
    end
    else begin
      if ( mem0_val && (mem0_type == 1) && (mem0_addr[31:$clog2(memsize)+2] == '0)) begin
        mem[mem0_addr[$clog2(memsize)+1:2]] <= mem0_wdata;
      end
      else if ( mem1_val && (mem1_type == 1) && (mem1_addr[31:$clog2(memsize)+2] == '0)) begin
        mem[mem1_addr[$clog2(memsize)+1:2]] <= mem1_wdata;
      end
    end
  end
  always_comb begin
    if ( mem0_val && (mem0_type == 0) && (mem0_addr[31:$clog2(memsize)+2] == '0))
      mem0_rdata = mem[mem0_addr[$clog2(memsize)+1:2]];
    else
      mem0_rdata = 32'bx;
    if ( mem1_val && (mem1_type == 0) && (mem1_addr[31:$clog2(memsize)+2] == '0))
      mem1_rdata = mem[mem1_addr[$clog2(memsize)+1:2]];
    else
      mem1_rdata = 32'bx;
  end
  assign mem0_wait = 1'b0;
  assign mem1_wait = 1'b0;
endmodule
--- ./run.sh ---
#!/bin/bash
# OpenROAD 26Q1-2900-gdf79404cd8, Yosys 0.63+post, stock flow scripts
make -C /OpenROAD-flow-scripts/flow DESIGN_CONFIG=/design/flow/config.mk WORK_HOME=/design/flow/orfs finish
==> run summary <==
run metrics: YS chip area 189500 um2, DRC 0, CP dominant cell by count buf_4, total grt overflow 0, row cnt 291, Root Driver clkbuf_16, Max Clk Rate 0.05270 GHz, leakage 64.80 nW, Worst Path Buf+Inv 8, Max Slew Vio Count 0, # clock sinks 4096, Worst-path clk slew 0.06 ns, initial antenna violation count 52, synthesis-to-finish area growth 15.19%, Logic cell area 65300 um2, Regs by FF count mem: 4096 flops, H-tree depth 5, dpl ws 10.62 ns, cell count after synthesis 8060, endpoints failing setup 0, vias per std cell 5.567, largest net degree at the start of global routing 100, fillcell total 56390, post-synthesis sequential area ratio 0.6489, most frequent cells in the layout edfxtp_1, mux4_2, clkbuf_16, Worst EP required 23.92 ns, DRT iter0 DRCs 5998, WP data arrival 12.99 ns, Max-cap violations 0, Hold Crit Start mem1_wdata[2], via count 95850, worst setup margin 10.93 ns, fin crit period 18.97 ns, Top cell area share 0.6489, post-layout period usage 0.6346, core area 628800 um2, crit path cell chain buf_16 > buf_4 > buf_4 > buf_4 > buf_4 > buf_12 > buf_4 > mux4_2 > mux4_2 > mux4_2 > mux2_2 > clkdlybuf4s50_1, I/O pin cnt 200, Largest register FFs 4096, Register Area 123000 um2, CP Class input pin to output port, PwrDens 58.83 nW/um2, hpwl dp 372200 um, Yosys Instances 8060, DIE AREA 635000 um2, Min-Delay Path Class input pin to flop, unrepaired setup endpoints after global routing no, worst slew pin tran 0.9409 ns, Synth Register Bits 4096, CTS tree built, hold endpoint mem[3][2], final setup TNS 0 ns, Init Core Util 0.3014, vias in the first global route 111900, layout cells sized above 1 0.4539, Total GRT Usage 0.2026, post-DR wirelength/cell 34.56 um, tally of yosys warning messages 1, Synth Area per Inst 23.52 um2, Worst VDD drop 0.05216 mV, final antenna-violating net count 0, first-pass GRT wire length 836100 um, input/output buffers 193, outcome completed, final hold vios 0, tool warnings 30, Crit path max-delay family buffers and inverters, slew margin rel. 0.3727, Most flops, register mem, CP Launch Type input pin, Die X-Extent 796.9 um, Routed WL 595100 um, # hold bufs at CTS 0, worst-path maximum fanout 67, # resized after CTS 0, Worst Setup End Kind output port, top cells by area edfxtp_1, mux4_2, clkbuf_1, first-pass detailed-route iteration total 9, RePlAce Congestion 0.8957, CP max stage delay 0.67 ns, cell area after synthesis 189500 um2, postcts setup bufs 0, Num CTS Buffers 432, unique cell type count in the Yosys netlist 33, critical path's slowest cell clkdlybuf4s50_1, Die H 796.9 um, Synth area leader edfxtp_1, Clock Path Buffers 4, Hold Path Stages 3, most used logic cell in the final layout edfxtp_1
-- layer usage --
| layer | vias up | global-route usage | routed length [um] |
|---|---|---|---|
| met5 | - | 0.01142 | 402 |
| met4 | 28 | 0.1023 | 39550 |
| met3 | 1281 | 0.1829 | 117500 |
| met2 | 7967 | 0.2980 | 277800 |
| met1 | 49140 | 0.1854 | 159900 |
| li1 | 37440 | - | - |
-- metrics by stage --
| stage | instances | instance area, um2 | total power [mW] | hold WS, ns | utilization |
|---|---|---|---|---|---|
| after floorplan | 8061 | 189600 | 7.097 | 6.178 | - |
| after global placement | 16350 | 203900 | 7.545 | 6.747 | 0.3243 |
| after detailed placement | 16350 | 203900 | 7.560 | 6.741 | 0.3243 |
| after CTS | 17140 | 218200 | 12.95 | 5.662 | 0.3469 |
| after global routing | 17200 | 218300 | 13.19 | 5.708 | 0.3472 |
| final | 17220 | 218300 | 12.85 | 5.757 | 0.3472 |
-- logic make-up after synthesis --
group	after synthesis	synth area share
flops	4096	0.6489
mux	2775	0.3244
compound gates	69	0.002489
other cells	1	0.00001978
simple gates	462	0.01000
buf+inv	657	0.01416
-- worst min-delay path, cell delays in order --
cell             delay (ns)
clkdlybuf4s50_1        0.51
o22ai_1                0.11
nand2_1                0.07
-- power by group --
group	switching [mW]	internal (mW)
clock	2.27	3.15
sequential	0.00428	6.33
combinational	0.625	0.468
total	2.90	9.95
-- synthesized netlist by cell type, drive strengths merged --
cell type,number
nor3b,1
mux2,68
nor3,19
o32ai,5
inv,1
mux2i,19
nand4,3
or3,1
nor2,261
nor2b,3
a31oi,14
nand2,126
nor4bb,1
a21oi,9
a22oi,27
mux4,2688
o22ai,10
or2,6
and3,2
and2,3
edfxtp,4096
nand3,6
clkbuf,415
nor4,13
buf,241
nand2b,17
o21bai,4
conb,1
-- layout make-up --
cell class                 count  area share
clock buffer                 524     0.05168
timing repair buffer         593     0.02360
clock inverter               269     0.01360
antenna                       76   0.0008710
multi-input combinational   3308      0.2991
sequential                  4096      0.5633
inverter                       1  0.00002292
tap                         8350     0.04785
-- how the worst max path moves through the flow --
stage                 from              to  slack, ns  cells past startpoint
finish        mem1_addr[2]  mem1_rdata[25]      10.93                     12
global route  mem1_addr[2]  mem1_rdata[25]      10.21                     12
CTS           mem1_addr[2]  mem1_rdata[25]      10.61                     12
Power and IR drop assume default switching activity.
